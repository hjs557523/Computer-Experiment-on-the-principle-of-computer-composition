**flow/run.sh**
```bash
#!/bin/bash
# OpenROAD 26Q1-2900-gdf79404cd8, Yosys 0.63+post, stock flow scripts
make -C /OpenROAD-flow-scripts/flow DESIGN_CONFIG=/design/flow/config.mk WORK_HOME=/design/flow/orfs finish
```
**flow/constraint.sdc**
```tcl
current_design OP

set clk_period 11.7
set clk_io_pct 0.2

create_clock -name clk0 -period $clk_period

set non_clock_inputs [all_inputs -no_clocks]
set_input_delay [expr $clk_period * $clk_io_pct] -clock clk0 $non_clock_inputs
set_output_delay [expr $clk_period * $clk_io_pct] -clock clk0 [all_outputs]
```
**flow/design.v**
```verilog
`timescale 1ns / 1ps
module OP(A,B,F,ZF,OF,ALU_OP);
input[31:0] A,B;
output[31:0] F;
input[2:0] ALU_OP;
output ZF,OF;
reg[31:0] F;
reg ZF,OF;
reg[5:0] i;
reg[32:0] CF;
reg C;
always@(ALU_OP or A or B)
begin
case(ALU_OP)
3'b000:begin CF=A&B; end
3'b001:begin CF=A|B; end
3'b010:begin CF=A^B; end
3'b011:begin CF=A~^B; end
3'b100:begin CF=A+B; end
3'b101:begin CF=A-B; end
3'b110:begin CF=(A<B); end
3'b111:begin CF=B<<A; end
endcase
F[31:0]=CF[31:0];
C=CF[32];
ZF=0;
for(i=0;i<32;i=i+1)
     ZF=ZF|F[i];
ZF=~ZF;
OF=A[31]^B[31]^F[31]^C;
end
endmodule
```
**flow/config.mk**
```make
export PLATFORM = sky130hd
export DESIGN_NAME = OP
export DESIGN_NICKNAME = OP
export VERILOG_FILES = /design/flow/design.v
export SDC_FILE = /design/flow/constraint.sdc
export NUM_CORES = 4
export LEC_CHECK = 1
export CORE_UTILIZATION = 50
```
==> run summary <==
run results: status finished clean, # setup viols final 0, Final Hold Violation Tally 0, post-DP HPWL 29000 um, area leader, netlist ha_1, Die W about 130 um, Finished Layout Cells 1455, Int Pwr approximately 190 uW, port bufs about 100, Leak Pwr 3.71 nW, syn avg cell area ~6.6 sq um, DRT iter0 DRCs 1194, HP Class in -> out, max-cap violations 0, final setup margin 1.17 ns, Worst Max-Slew Pin Slew 0.980 ns, Psw 285 uW, Slew HR 34.0%, maximum vdd ir drop 0.0314 mV, vias ~10000, crit path cell chain clkdlybuf4s50_1, inv_1, ha_1, inv_2, o41a_1, a211oi_4, o21a_4, nor3_1, o32a_1, a211o_1, or4b_1, nor4_1, nand4b_1, nor4_2, clkdlybuf4s50_1, GP Congestion 1.08, Synth top cell by count nor2_1, Die Ht 128 um, CP endpoint kind primary output, fin crit share 90.0%, power density over cell area roughly 52 mW/mm^2, worst-path maximum fanout 19, Seq share, synth 0%, Tot GR Track Use between 40% and 50%, register area 0 sq um, hold bufs inserted after CTS 0, chip area 0.0164 sq mm, Design Area, Final 0.00901 sq mm, Setup crit start A[4], post-synthesis cell area 0.00794 sq mm, largest net degree at the start of global routing 49, tool warnings slightly below 100, chip area line of the yosys report about 0.0079 sq mm, Final Max Slew Viols 0, Vias/cell 6.97, Data arrival, critical path 8.19 ns, clock buffers 0, ys cells about 1200, grt ovf 0, number of core rows between 40 and 50, Resized cells post-CTS 0, Yosys Warn Count 1, crit path to ZF, RSZ-0062 raised after global routing no, Post-Route Utilization 58.6%, initial antenna violation count 0, sw frac 60.2%, WHS 5.68 ns, Final ANT Viol Nets 0, list of most frequent post-synthesis cells nor2_1, a21oi_1, inv_1, ha_1, nand2_1, FP Util 51.6%, Mapped Cells around 1200, Worst path slowest cell clkdlybuf4s50_1, Startpoint Class input port, DRC errors left 0, wire length per cell 25.1 um, overall power 473 uW, Fmax approximately 95 MHz, IO Pins ~100, Synth top area share between 10% and 20%, final WL 36600 um, Cell variety after synth 84, registers 0, DP Area 0.00900 sq mm, placed instance count 1454, post-CTS setup buffers 0, post-place setup slack ~1.4 ns, core area approximately 0.015 sq mm, CP Data Required Time 9.36 ns, Final TNS setup 0 ns, biggest area cells ha_1, a21oi_1, nor2_1, mux4_2, o21ai_0, CP max stage delay 0.97 ns, first-pass GRT wire length 54700 um, first drt pass iteration count 7, area added between synthesis and finish 13.5%, vias in the first global route ~9000, CP most frequent cell clkdlybuf4s50_1, kind of critical path in -> out, share of cells above drive strength 1 5.47%, minimum clock period 10.53 ns
## routing by layer
layer	share of wire (%)	track usage, %	vias up
li1	-	-	4585
met1	39	62.2	4666
met2	43	68.3	755
met3	11	7.27	140
met4	6.3	23.0	0
met5	0	0	-
## worst min path at each step
stage	from	endpoint	slack (ns)	cells after the start
CTS	ALU_OP[1]	F[1]	5.68	5
global route	ALU_OP[1]	F[1]	5.74	5
finish	ALU_OP[1]	F[1]	5.68	5
## worst max-delay path, delay by kind of cell
kind                       cells  cell delay, ns
and+or+nand+nor                5            1.69
adders and majority gates      1            0.48
buffers and inverters          4            1.95
AOI/OAI and AO/OA              5            1.72
## placed cells by master, fill, tap and decap left out, types with 16 or more instances in the layout
master           count
nor2_1             142
a21oi_1            117
inv_1               98
clkdlybuf4s50_1     97
ha_1                96
nand2_1             76
o21ai_0             74
nor3_1              37
mux2i_1             35
a211oi_1            32
xnor2_1             26
nor4_1              24
nand3_1             22
a221oi_1            20
buf_4               20
mux4_2              18
o211ai_1            16
a31oi_1             16
## logic make-up after synthesis
logic type	synth area share [%]
buffers and inverters	9.20
AND-OR/OR-AND	36.7
multiplexers	11.8
adder cells (fa/ha/maj)	15.6
AND/OR/NAND/NOR	23.0
XOR/XNOR	3.64
## cell type report
| cell class | instances | area [sq um] |
|---|---|---|
| Antenna cell | 1 | 2.50 |
| Fill cell | 1494 | 6360 |
| Inverter | 103 | 387 |
| Multi-Input combinational cell | 1019 | 7210 |
| Tap cell | 211 | 264 |
| Timing Repair Buffer | 121 | 1140 |
## power by group through the flow
| stage | Clock, mW | Combinational [mW] | Sequential [mW] |
|---|---|---|---|
| after CTS | 0 | 0.458 | 0 |
| after global routing | 0 | 0.504 | 0 |
Power and IR drop assume default switching activity.
