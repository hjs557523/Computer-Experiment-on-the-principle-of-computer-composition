<file path="flow/design.v">
`timescale 1ns / 1ps
module ALU(A,B,F,ALU_OP,ZF,OF);
input [31:0]A,B;
input [2:0]ALU_OP;
output reg ZF,OF;
output reg[31:0]F;
reg C32;
always@(*)
begin
 OF=1'b0;
 C32=1'b0;
 case(ALU_OP)
 3'b000:F=A&B;
 3'b001:F=A|B;
 3'b010:F=A^B;
 3'b011:F=~(A^B);
 3'b100:begin {C32,F}=A+B;OF=A[31]^B[31]^F[31]^C32;end
 3'b101:begin {C32,F}=A-B;OF=A[31]^B[31]^F[31]^C32;end
 3'b110:
 if(A<B)
   F=1;
 else
   F=0;
 3'b111:F=B<<A;
 endcase
 if(F==0)
  ZF=1;
 else
  ZF=0;
 end
 endmodule
</file>
<file path="flow/run.sh">
#!/bin/bash
# OpenROAD 26Q1-2900-gdf79404cd8, Yosys 0.63+post, stock flow scripts
make -C /OpenROAD-flow-scripts/flow DESIGN_CONFIG=/design/flow/config.mk WORK_HOME=/design/flow/orfs finish
</file>
<file path="flow/config.mk">
export PLATFORM = sky130hd
export DESIGN_NAME = ALU
export DESIGN_NICKNAME = ALU
export VERILOG_FILES = /design/flow/design.v
export SDC_FILE = /design/flow/constraint.sdc
export NUM_CORES = 4
export LEC_CHECK = 1
export CORE_UTILIZATION = 40
</file>
<file path="flow/constraint.sdc">
current_design ALU

set clk_period 12.2
set clk_io_pct 0.2

create_clock -name clk0 -period $clk_period

set non_clock_inputs [all_inputs -no_clocks]
set_input_delay [expr $clk_period * $clk_io_pct] -clock clk0 $non_clock_inputs
set_output_delay [expr $clk_period * $clk_io_pct] -clock clk0 [all_outputs]
</file>
==> impl_metrics.json <==
{
  "cts_setup_buffers": 0,
  "rows": 50,
  "tightest_slew_ps": 867,
  "most_common_cell": "a21oi_1",
  "numPortBuffers": 101,
  "required_ps": 9760,
  "place_area_um2": 8850,
  "path_class": "input port to output pin",
  "grt_pass1_wl_um": 52400,
  "yosysChipArea_um2": 7750,
  "min_period_ps": 10240,
  "area_leaders": "ha_1 (16%), mux4_2 (8.7%), a21oi_1 (7.0%)",
  "final-setup-viol-count": 0,
  "intPower_uw": 183,
  "hold_buffers": 0,
  "fin_crit_sh_pct": 83.9,
  "syn-instance-count": 1125,
  "relSlewSlack_pct": 40.7,
  "grt_max_degree": 42,
  "status": "completed",
  "insertedDiodeCount": 0,
  "hpwl_um": 28000,
  "flop-count": 0,
  "powerDensity_nw_per_um2": 50.3,
  "max_clock_freq_mhz": 97.6,
  "first_global_vias": 8598,
  "drt_iter0_drc": 846,
  "top_cell_area_share_pct": 16.3,
  "hold_slack_ps": 5790,
  "total_power_uw": 445,
  "grt_usage_pct": 35.4,
  "final_area_um2": 8850,
  "worstSetupEndpointType": "output pin",
  "nClkBuffers": 0,
  "yosys_warnings": 1,
  "final_util_pct": 47.0,
  "vdd_drop_max_v": 0.0000228,
  "maxCapViolations": 0,
  "core_um2": 18800,
  "syn_avg_cell_area_um2": 6.89,
  "die-width_um": 141,
  "ys_seq_share_pct": 0,
  "drv_slew": 0,
  "clockPowerShare_pct": 0,
  "grt_overflow": 0,
  "drt_pass1_iterations": 6,
  "swShare_pct": 58.7,
  "die.size.y_um": 141,
  "drc": 0,
  "ios": 101,
  "min_path_type": "input port to output pin",
  "arrival_ps": 7800,
  "syn_area_um2": 7750,
  "drt-total-wl_um": 34700,
  "switchingPower_uw": 261,
  "wl_per_cell_um": 24.4,
  "cp-start-kind": "input port",
  "cts.repair.resized": 0,
  "ys_cells": 1125,
  "fp_util_pct": 41.2,
  "warnings": 101,
  "chipArea_um2": 19900,
  "tns_ps": 0,
  "antenna_left": 0,
  "largest_area_cell": "ha_1",
  "worstPathMaxFanout": 36,
  "fillers": 1955,
  "synth_cell_type_count": 90,
  "pwr-share-comb_pct": 100.0,
  "rsz0062_at_grt": "no",
  "grt_antenna_before_repair": 1,
  "seq_area_um2": 0,
  "hold_viol": 0,
  "drive_gt1_share_pct": 7.49,
  "vias_per_cell": 6.47,
  "leakage_nw": 3.63,
  "vias": 9196,
  "area_growth_pct": 14.1,
  "seqPwrFrac_pct": 0,
  "top_cells_by_count": "a21oi_1 (108), nor2_1 (105), ha_1 (101)",
  "gp_congestion": 1.08
}
==> worst max-delay path, cell delays in order <==
cell,delay (ps)
clkdlybuf4s50_1,450
buf_4,390
inv_2,220
ha_1,450
o21ba_1,230
or4_1,480
a2111oi_1,650
o2111ai_1,300
a21oi_1,310
a21oi_1,150
o31ai_1,250
xnor2_1,150
o22ai_1,110
or4_1,550
nor3b_2,170
clkdlybuf4s50_1,480
==> power groups by stage <==
| stage | clock, mW | combinational, mW | sequential (mW) |
|---|---|---|---|
| CTS | 0 | 0.435 | 0 |
| global route | 0 | 0.477 | 0 |
| finish | 0 | 0.445 | 0 |
==> metal layers <==
metal	global-route usage [%]	part of all wire, %
met5	0	0.037
met4	16.2	5.3
met3	7.27	9.8
met2	55.5	44
met1	46.9	41
==> per-stage QoR <==
step | setup slack [ps] | instances
detailed placement | 2060 | 1421
CTS | 2040 | 1421
global placement | 2070 | 1421
global route | 1680 | 1421
floorplan | 3380 | 1125
finish | 1960 | 1421
==> path summary, 6_finish.rpt <==
check / from / endpoint / slack, ps / cells after the start
worst max-delay path: A[2] / ZF / 1960 / 16
worst min-delay path: ALU_OP[2] / F[13] / 5790 / 4
==> cells in the final DEF (no fill, tap or decap), types with 7 or more instances in the layout <==
cell and instances:
a211oi_1 16, a21o_1 18, a21oi_1 108, a221oi_1 29
a31oi_1 16, and3_1 9, buf_4 18, clkdlybuf4s50_1 98
ha_1 101, inv_1 96, mux2_2 7, mux2i_1 16
mux4_2 30, nand2_1 97, nand3_1 15, nand4_1 13
nor2_1 104, nor2b_1 14, nor3_1 29, nor4_1 18
o211ai_1 13, o21ai_0 55, o21bai_1 10, o22ai_1 11
o31ai_1 13, or3_1 8, xnor2_1 47
==> final cells by class <==
type	instances	area, um^2	share of cell area [%]
inverter	101	379	4.29
timing repair buffer	119	1130	12.8
multi-input combinational	941	7010	79.3
tap	260	325	3.68
==> logic make-up after synthesis <==
family          count (synthesis)  synth area share, %
fa+ha+maj                     103                 16.8
buf+inv                       184                 9.70
compound gates                383                 34.2
simple gates                  351                 21.7
xor+xnor                       50                 5.65
mux                            54                 11.9
Power and IR drop assume default switching activity.
